==> design.v <==
`timescale 1ns/1ns
module clk_div #(parameter count = 10) (in, out, reset);
	input in;
	input reset;
	output reg out;
	reg [$clog2(count) - 1:0] counter;  
	always @ (posedge in) begin
		if (reset) begin 
			counter <= 0;
			out <= 0;
		end
		else begin
		if (counter == count - 1) begin
			counter <= 0;
			out <= ~out;
		end
		else begin
			counter <= counter + 1;
		end
		end
	end
endmodule
module vga640x480(
		input wire i_clk,
		output wire o_hs,            
		output wire o_vs,            
		output wire o_blanking,      
		output wire [10:0] o_x,       
		output wire [10:0] o_y        
	);
	localparam HS_STA = 639 + 16;               
   localparam HS_END = 639 + 16 + 96;          
   localparam HA_END = 639;     
   localparam VS_STA = 479 + 10;         
   localparam VS_END = 479 + 10 + 2;     
   localparam VA_END = 479;              
   localparam LINE   = 799;              
   localparam SCREEN = 524;              
   reg [10:0] h_count;   
   reg [10:0] v_count;   
	initial begin
		h_count = 0;
		v_count = 0;
	end
   assign o_hs = ~((h_count >= HS_STA) & (h_count < HS_END));
   assign o_vs = ~((v_count >= VS_STA) & (v_count < VS_END));
   assign o_x = h_count;
   assign o_y = v_count;
   assign o_blanking = ((h_count > HA_END) | (v_count > VA_END));
   always @ (posedge i_clk) begin
			if (h_count == LINE)   
			begin
				h_count <= 0;
            v_count <= (v_count == SCREEN) ? 0 : v_count + 1;
         end
         else begin
            h_count <= h_count + 1;
			end
	end
endmodule
module data 
(
	input clk, hblank, vblank, 
	input [10:0] horizontal_count, vertical_count, 
	input signed [23:0] d0, d1, d2, d3, d4, d5, d6, d7, d8, d9, d10, d11, d12, d13, d14, d15, d16, d17, d18, d19, d20, d21, d22, d23, d24, d25, d26, d27, d28, d29, d30, d31,
	output reg [3:0] r, output reg [3:0] g, output reg [3:0] b
);
	wire signed [23:0] s_d1, s_d2, s_d3, s_d4, s_d5, s_d6, s_d7, s_d8, s_d9, s_d10, s_d11, s_d12, s_d13, s_d14, s_d15, s_d16, s_d17, s_d18, s_d19, s_d20, s_d21, s_d22, s_d23, s_d24, s_d25, s_d26, s_d27, s_d28, s_d29, s_d30, s_d31;    
	assign s_d1 = (d1*-480)/16384 + 480;
	assign s_d2 = (d2*-480)/16384 + 480;
	assign s_d3 = (d3*-480)/16384 + 480;
	assign s_d4 = (d4*-480)/16384 + 480;
	assign s_d5 = (d5*-480)/16384 + 480;
	assign s_d6 = (d6*-480)/16384 + 480;
	assign s_d7 = (d7*-480)/16384 + 480;
	assign s_d8 = (d8*-480)/16384 + 480;
	assign s_d9 = (d9*-480)/16384 + 480;
	assign s_d10 = (d10*-480)/16384 + 480;
	assign s_d11 = (d11*-480)/16384 + 480;
	assign s_d12 = (d12*-480)/16384 + 480;
	assign s_d13 = (d13*-480)/16384 + 480;
	assign s_d14 = (d14*-480)/16384 + 480;
	assign s_d15 = (d15*-480)/16384 + 480;
	assign s_d16 = (d16*-480)/16384 + 480;
	assign s_d17 = (d17*-480)/16384 + 480;
	assign s_d18 = (d18*-480)/16384 + 480;
	assign s_d19 = (d19*-480)/16384 + 480;
	assign s_d20 = (d20*-480)/16384 + 480;
	assign s_d21 = (d21*-480)/16384 + 480;
	assign s_d22 = (d22*-480)/16384 + 480;
	assign s_d23 = (d23*-480)/16384 + 480;
	assign s_d24 = (d24*-480)/16384 + 480;
	assign s_d25 = (d25*-480)/16384 + 480;
	assign s_d26 = (d26*-480)/16384 + 480;
	assign s_d27 = (d27*-480)/16384 + 480;
	assign s_d28 = (d28*-480)/16384 + 480;
	assign s_d29 = (d29*-480)/16384 + 480;
	assign s_d30 = (d30*-480)/16384 + 480;
	assign s_d31 = (d31*-480)/16384 + 480;
	wire b0, b1, b2, b3, b4, b5, b6, b7, b8, b9, b10, b11, b12, b13, b14, b15, b16, b17, b18, b19, b20, b21, b22, b23, b24, b25, b26, b27, b28, b29, b30;
	assign b0 = (horizontal_count < 20) && (vertical_count > s_d1);
	assign b1 = (horizontal_count > 21) && (horizontal_count < 41) && (vertical_count > s_d2);
	assign b2 = (horizontal_count > 42) && (horizontal_count < 62) && (vertical_count > s_d3);
	assign b3 = (horizontal_count > 63) && (horizontal_count < 83) && (vertical_count > s_d4);
	assign b4 = (horizontal_count > 84) && (horizontal_count < 104) && (vertical_count > s_d5);
	assign b5 = (horizontal_count > 105) && (horizontal_count < 125) && (vertical_count > s_d6);
	assign b6 = (horizontal_count > 126) && (horizontal_count < 146) && (vertical_count > s_d7);
	assign b7 = (horizontal_count > 147) && (horizontal_count < 167) && (vertical_count > s_d8);
	assign b8 = (horizontal_count > 168) && (horizontal_count < 188) && (vertical_count > s_d9);
	assign b9 = (horizontal_count > 189) && (horizontal_count < 209) && (vertical_count > s_d10);
	assign b10 = (horizontal_count > 210) && (horizontal_count < 230) && (vertical_count > s_d11);
	assign b11 = (horizontal_count > 231) && (horizontal_count < 251) && (vertical_count > s_d12);
	assign b12 = (horizontal_count > 252) && (horizontal_count < 271) && (vertical_count > s_d13);
	assign b13 = (horizontal_count > 272) && (horizontal_count < 291) && (vertical_count > s_d14);
	assign b14 = (horizontal_count > 292) && (horizontal_count < 311) && (vertical_count > s_d15);
	assign b15 = (horizontal_count > 312) && (horizontal_count < 331) && (vertical_count > s_d16);
	assign b16 = (horizontal_count > 332) && (horizontal_count < 351) && (vertical_count > s_d17);
	assign b17 = (horizontal_count > 352) && (horizontal_count < 371) && (vertical_count > s_d18);
	assign b18 = (horizontal_count > 372) && (horizontal_count < 391) && (vertical_count > s_d19);
	assign b19 = (horizontal_count > 392) && (horizontal_count < 411) && (vertical_count > s_d20);
	assign b20 = (horizontal_count > 412) && (horizontal_count < 432) && (vertical_count > s_d21);
	assign b21 = (horizontal_count > 433) && (horizontal_count < 453) && (vertical_count > s_d22);
	assign b22 = (horizontal_count > 454) && (horizontal_count < 474) && (vertical_count > s_d23);
	assign b23 = (horizontal_count > 475) && (horizontal_count < 495) && (vertical_count > s_d24);
	assign b24 = (horizontal_count > 496) && (horizontal_count < 516) && (vertical_count > s_d25);
	assign b25 = (horizontal_count > 517) && (horizontal_count < 537) && (vertical_count > s_d26);
	assign b26 = (horizontal_count > 538) && (horizontal_count < 558) && (vertical_count > s_d27);
	assign b27 = (horizontal_count > 559) && (horizontal_count < 579) && (vertical_count > s_d28);
	assign b28 = (horizontal_count > 580) && (horizontal_count < 600) && (vertical_count > s_d29);
	assign b29 = (horizontal_count > 601) && (horizontal_count < 620) && (vertical_count > s_d30);
	assign b30 = (horizontal_count > 620) && (horizontal_count < 640) && (vertical_count > s_d31);
	always @ (posedge clk) begin
		r = 0;
		g = 0;
		b = {4{b0 || b1 || b2 || b3 || b4 || b5 || b6 || b7 || b8 || b9 || b10 || b11 || b12 || b13 || b14 || b15 || b16 || b17 || b18 || b19 || b20 || b21 || b22 || b23 || b24 || b25 || b26 || b27 || b28 || b29 || b30}};
	end
endmodule
module VGA_generator
(
	input clk,  done,
	input [23:0] in0, in1, in2, in3, in4, in5, in6, in7, in8, in9, in10, in11, in12, in13, in14, in15, in16, in17, in18, in19, in20, in21, in22, in23, in24, in25, in26, in27, in28, in29, in30, in31,
	output vsync, hsync,
	output [3:0] r, g, b
);
	wire blanking;
	wire [10:0] horizontal_count, vertical_count;
	reg signed [23:0] in0r, in1r, in2r, in3r, in4r, in5r, in6r, in7r, in8r, in9r, in10r, in11r, in12r, in13r, in14r, in15r, in16r, in17r, in18r, 
		in19r, in20r, in21r, in22r, in23r, in24r, in25r, in26r, in27r, in28r, in29r, in30r, in31r;
	vga640x480 myScreen(.i_clk(clk), .o_hs(hsync), .o_vs(vsync), .o_blanking(blanking), .o_x(horizontal_count), .o_y(vertical_count));
	always @ (posedge clk) begin
		if(blanking == 0 && done == 1) begin
			in0r <= in0;
			in1r <= in1;
			in2r <= in2;
			in3r <= in3;
			in4r <= in4;
			in5r <= in5;
			in6r <= in6;
			in7r <= in7;
			in8r <= in8;
			in9r <= in9;
			in10r <= in10;
			in11r <= in11;
			in12r <= in12;
			in13r <= in13;
			in14r <= in14;
			in15r <= in15;
			in16r <= in16;
			in17r <= in17;
			in18r <= in18;
			in19r <= in19;
			in20r <= in20;
			in21r <= in21;
			in22r <= in22;
			in23r <= in23;
			in24r <= in24;
			in25r <= in25;
			in26r <= in26;
			in27r <= in27;
			in28r <= in28;
			in29r <= in29;
			in30r <= in30;
			in31r <= in31;
			end
	end
	wire signed [23:0] in0p, in1p, in2p, in3p, in4p, in5p, in6p, in7p, in8p, in9p, in10p, in11p, in12p, in13p, in14p, in15p, in16p, in17p, in18p, in19p, in20p, in21p, in22p, in23p, in24p, in25p, in26p, in27p, in28p, in29p, in30p, in31p;
	assign in0p = in0r > 1'b0 ? in0r : 1'b0;
	assign in1p = in1r > 1'b0 ? in1r : 1'b0;
	assign in2p = in2r > 1'b0 ? in2r : 1'b0;
	assign in3p = in3r > 1'b0 ? in3r : 1'b0;
	assign in4p = in4r > 1'b0 ? in4r : 1'b0;
	assign in5p = in5r > 1'b0 ? in5r : 1'b0;
	assign in6p = in6r > 1'b0 ? in6r : 1'b0;
	assign in7p = in7r > 1'b0 ? in7r : 1'b0;
	assign in8p = in8r > 1'b0 ? in8r : 1'b0;
	assign in9p = in9r > 1'b0 ? in9r : 1'b0;
	assign in10p = in10r > 1'b0 ? in10r : 1'b0;
	assign in11p = in11r > 1'b0 ? in11r : 1'b0;
	assign in12p = in12r > 1'b0 ? in12r : 1'b0;
	assign in13p = in13r > 1'b0 ? in13r : 1'b0;
	assign in14p = in14r > 1'b0 ? in14r : 1'b0;
	assign in15p = in15r > 1'b0 ? in15r : 1'b0;
	assign in16p = in16r > 1'b0 ? in16r : 1'b0;
	assign in17p = in17r > 1'b0 ? in17r : 1'b0;
	assign in18p = in18r > 1'b0 ? in18r : 1'b0;
	assign in19p = in19r > 1'b0 ? in19r : 1'b0;
	assign in20p = in20r > 1'b0 ? in20r : 1'b0;
	assign in21p = in21r > 1'b0 ? in21r : 1'b0;
	assign in22p = in22r > 1'b0 ? in22r : 1'b0;
	assign in23p = in23r > 1'b0 ? in23r : 1'b0;
	assign in24p = in24r > 1'b0 ? in24r : 1'b0;
	assign in25p = in25r > 1'b0 ? in25r : 1'b0;
	assign in26p = in26r > 1'b0 ? in26r : 1'b0;
	assign in27p = in27r > 1'b0 ? in27r : 1'b0;
	assign in28p = in28r > 1'b0 ? in28r : 1'b0;
	assign in29p = in29r > 1'b0 ? in29r : 1'b0;
	assign in30p = in30r > 1'b0 ? in30r : 1'b0;
	assign in31p = in31r > 1'b0 ? in31r : 1'b0;
	data data(.clk(clk), .hblank(hsync), .vblank(vsync), .horizontal_count(horizontal_count), 
		.vertical_count(vertical_count), .d0(in0p), .d1(in1p), .d2(in2p), .d3(in3p), .d4(in4p), .d5(in5p), .d6(in6p), .d7(in7p), .d8(in8p), .d9(in9p),
			.d10(in10p), .d11(in11p), .d12(in12p), .d13(in13p), .d14(in14p), .d15(in15p), .d16(in16p), .d17(in17p), .d18(in18p), .d19(in19p), 
			.d20(in20p), .d21(in21p), .d22(in22p), .d23(in23p), .d24(in24p), .d25(in25p), .d26(in26p), .d27(in27p), .d28(in28p), .d29(in29p),
			.d30(in30p), .d31(in31p), .r(r), .g(g), .b(b) );
endmodule
==> run.sh <==
#!/bin/bash
# OpenROAD 26Q1-2900-gdf79404cd8, Yosys 0.63+post, stock flow scripts
make -C /OpenROAD-flow-scripts/flow DESIGN_CONFIG=/design/flow/config.mk WORK_HOME=/design/flow/orfs finish
==> config.mk <==
export PLATFORM = sky130hd
export DESIGN_NAME = VGA_generator
export DESIGN_NICKNAME = VGA_generator
export VERILOG_FILES = /design/flow/design.v
export SDC_FILE = /design/flow/constraint.sdc
export NUM_CORES = 4
export LEC_CHECK = 1
export CORE_UTILIZATION = 30
==> constraint.sdc <==
current_design VGA_generator

set clk_period 98.9
set clk_io_pct 0.2

create_clock -name clk0 -period $clk_period [get_ports {clk}]

set non_clock_inputs [all_inputs -no_clocks]
set_input_delay [expr $clk_period * $clk_io_pct] -clock clk0 $non_clock_inputs
set_output_delay [expr $clk_period * $clk_io_pct] -clock clk0 [all_outputs]
==> reports/qor.rpt <==
=========================================================================================
Run status                                                                   finished, final reports clean
Max H-tree Level                                                                        3
Area Growth Syn to Fin                                                             14.67%
Reg2reg start                                                                    in12r[5]
Die H                                                                            574.5 um
CTS clock-pin slew for the worst setup and hold paths                             0.06 ns
Critical path endpoint category                                               output port
Total cells reported by yosys after synthesis                                      10.90k
Post-Syn Area per Cell                                                        9.022 sq um
Total tool warning count                                                               84
Unrepaired setup endpoints after global routing                                        no
Worst EP required                                                                79.12 ns
Initial cell density of the core                                                   30.25%
Cell repeated most along the worst path                                      sky130_fd_sc_hd__buf_4
Top cells by area in the synthesized netlist                                 sky130_fd_sc_hd__ha_1 30%, sky130_fd_sc_hd__edfxtp_1 23%, sky130_fd_sc_hd__xnor2_1 5.2%
R2r setup slk                                                                    89.48 ns
Max-capacitance violation count                                                         0
Max Clk Rate                                                                    43.29 MHz
Cts repair resizes                                                                      0
Top post-synthesis cells by count                                            2393 x sky130_fd_sc_hd__ha_1, 1013 x sky130_fd_sc_hd__inv_1, 755 x sky130_fd_sc_hd__edfxtp_1
Clock sink count                                                                      767
Unique masters post-synth                                                             109
Drt drc                                                                                 0
Routed vias/inst                                                                    4.988
Slew Viols, Final                                                                       0
IR drop worst, VDD                                                           0.00001227 V
Dominant Register Cell                                                       sky130_fd_sc_hd__edfxtp_1
Delay contributed by the slowest stage of the critical path                       0.64 ns
Slew at the pin closest to its max-slew limit                                   0.9439 ns
DP HPWL                                                                          231.8 mm
Final core area utilization                                                        34.69%
Flop and latch count out of synthesis                                                 767
Max Buffers Root-to-Sink                                                                4
Biggest area consumer among synthesized cells                                sky130_fd_sc_hd__ha_1
Width of the die                                                                 574.5 um
Sequential share of the synthesized area                                           23.30%
Final setup viols                                                                       0
Detailed Route Iter0 Violations                                                      3807
Ratio of total power to cell area                                            6.779 nW/um^2
Count of yosys warnings during synthesis                                                3
Pin count of the biggest net entering global routing                                   65
Proportion of layout cells with a drive suffix above 1                             3.805%
Path class of the lowest-slack min-delay path                                flip-flop to flip-flop
First-pass GRT wire length                                                       430.5 mm
Count of buffers from port buffering                                                  751
Worst rel slew slack                                                               36.27%
Hold path depth                                                                         1
Min cycle time layout                                                            23.10 ns
Setup CP Type                                                                flip-flop to output port
Global-route congestion overflow total                                                  0
Proportion of register bits with asynchronous set or reset after synthesis             0%
Core Area                                                                    325000 sq um
TNS Setup                                                                            0 ns
Crit path launch type                                                           flip-flop
Total cell area reported by yosys after synthesis                             98340 sq um
Cell at the root of the clock tree                                           sky130_fd_sc_hd__clkbuf_16
Post-synthesis cell count                                                          10.90k
Static Leak                                                                    0.05133 uW
Number of antenna violations at the first check in global routing                      46
Endpoint of the worst register-to-register path                                 data.b[0]
Final clock period utilization by the worst path                                   23.35%
Final weighted congestion in routability-driven placement                          0.9056
Area share, top type                                                               30.45%
Worst reg-to-reg path cell count                                                       37
Boundary Pins                                                                         784
Max stage delay cell, worst path                                             sky130_fd_sc_hd__clkdlybuf4s50_1
Clock tree from TritonCTS                                                             yes
Buffers inserted by post-CTS timing repair                                              0
Overall chip area                                                            330100 sq um
Area used by sequential logic in the layout                                   22910 sq um
Core Rows                                                                             209
Tally of filler cells in the layout                                                32.76k
Cell chain of the critical path                                              buf_4 -> buf_4 -> inv_1 -> ha_1 -> nor3_1 -> or3_1 -> clkdlybuf4s50_1
Clock latency reported for the late side of the worst-skew pair                   0.85 ns
TritonCTS Buffers                                                                     103
Total global routing track utilization                                             17.38%
Data arrival time of the critical path                                            3.32 ns
Logic area                                                                    68940 sq um
Worst Clk Skew                                                                 0.07367 ns
Worst min-delay path endpoint                                                myScreen.h_count[0]
Drt total wl                                                                     282.1 mm
Top-count cell post-synth                                                    sky130_fd_sc_hd__ha_1
# hold bufs at CTS                                                                      0
Vias post-DR                                                                       77.58k
Routed WL per cell                                                               18.13 um
Cell Area, Synth                                                              98340 sq um
Antenna violation net count after detailed routing                                      0
Start point of the worst hold path                                           myScreen.h_count[0]
Maximum fanout along the worst path                                                    19
Via count of the first global-routing pass                                         73.63k
Number of enable flip-flop cells                                                      755
Number of failing hold endpoints at the final stage                                     0
Iteration count of the initial detailed-routing pass                                    5
=========================================================================================
layout make-up:
| cell class | count | share of cell area (%) |
|---|---|---|
| tap | 4325 | 4.799 |
| sequential | 767 | 20.32 |
| clock inverter | 67 | 0.5736 |
| antenna | 9 | 0.01997 |
| inverter | 1014 | 3.377 |
| multi-input combinational | 8394 | 61.13 |
| timing repair buffer | 863 | 7.434 |
| clock buffer | 116 | 2.348 |
report_power, final:
part | total (uW) | switching [uW] | internal [uW]
registers | 357 | 0 | 357
logic | 33.7 | 8.05 | 25.6
clock network | 374 | 159 | 215
worst max-delay path, delay by kind of cell (launching register included):
family        cells  cell delay, ns
fa+ha+maj         1            0.20
buf+inv           4            1.47
flops             1            0.32
simple gates      2            0.45
stage by stage:
| stage | instance area [sq um] | std cells | setup slack, ns | hold WS, ns | power (uW) |
|---|---|---|---|---|---|
| final | 112800 | 15560 | 75.80 | 0.5078 | 764.5 |
| after CTS | 112700 | 15550 | 75.59 | 0.5035 | 779.6 |
| after global routing | 112800 | 15550 | 75.62 | 0.5381 | 790.7 |
| after floorplan | 98370 | 10910 | 61.47 | 0.4562 | 363.9 |
| after global placement | 109500 | 15360 | 74.99 | 0.4790 | 397.5 |
| after detailed placement | 109500 | 15360 | 74.99 | 0.4854 | 397.1 |
logic make-up (layout without fill, tap and decap cells):
| family | Yosys count | after routing | share of synthesized area (%) |
|---|---|---|---|
| and+or+nand+nor | 2736 | 2736 | 14.42 |
| other | 1 | 17 | 0.003813 |
| muxes | 57 | 57 | 0.5980 |
| AOI/OAI and AO/OA | 2267 | 2267 | 15.49 |
| buffers and inverters | 1746 | 2060 | 6.716 |
| adders and majority gates | 2455 | 2455 | 31.71 |
| DFF | 767 | 767 | 23.30 |
| xor gates and xnor gates | 871 | 871 | 7.757 |
how the worst max path moves through the flow:
stage         slack, ns                 from  depth (start not counted)  endpoint
finish            75.80  myScreen.v_count[1]                          7     vsync
global route      75.62  myScreen.v_count[1]                          7     vsync
CTS               75.59  myScreen.v_count[1]                          7     vsync
cells in the final DEF, fill, tap and decap left out, types with 79 or more instances in the layout:
cell	instances
sky130_fd_sc_hd__xor2_1	292
sky130_fd_sc_hd__buf_4	110
sky130_fd_sc_hd__nand2b_1	103
sky130_fd_sc_hd__nand2_1	544
sky130_fd_sc_hd__a31oi_1	79
sky130_fd_sc_hd__and3_1	113
sky130_fd_sc_hd__clkdlybuf4s50_1	751
sky130_fd_sc_hd__nand3_1	243
sky130_fd_sc_hd__clkbuf_16	104
sky130_fd_sc_hd__nor2_1	583
sky130_fd_sc_hd__inv_1	1012
sky130_fd_sc_hd__edfxtp_1	755
sky130_fd_sc_hd__xnor2_1	579
sky130_fd_sc_hd__nor4_1	208
sky130_fd_sc_hd__ha_1	2393
sky130_fd_sc_hd__nor2b_1	114
sky130_fd_sc_hd__o21ai_0	387
sky130_fd_sc_hd__a21o_1	238
sky130_fd_sc_hd__nor3_1	235
sky130_fd_sc_hd__a21oi_1	592
sky130_fd_sc_hd__a211oi_1	109
sky130_fd_sc_hd__o21a_1	168
sky130_fd_sc_hd__nand4_1	180
routing by layer:
metal  global-route usage (%)  up-vias  share of wire [%]
met4                    3.101       24                2.2
met5                  0.04304        -              0.054
met1                    25.23    35370                 48
met3                    5.319      266                7.9
li1                         -    40180                  -
met2                    26.01     1753                 42
Power figures rest on the tool's default switching activity, not on a simulated workload.
