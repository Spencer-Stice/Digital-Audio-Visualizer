==> design.v <==
module mic_translator(input clk, input reset, input DOUT, output reg LRCLK, output reg BCLK, output reg new_t,
							 output reg [17:0] t0, output reg [17:0] t1, output reg [17:0] t2, output reg [17:0] t3, 
							 output reg [17:0] t4, output reg [17:0] t5, output reg [17:0] t6, output reg [17:0] t7, 
							 output reg [17:0] t8, output reg [17:0] t9, output reg [17:0] t10, output reg [17:0] t11, 
							 output reg [17:0] t12, output reg [17:0] t13, output reg [17:0] t14, output reg [17:0] t15,
							 output reg [17:0] t16, output reg [17:0] t17, output reg [17:0] t18, output reg [17:0] t19,
							 output reg [17:0] t20, output reg [17:0] t21, output reg [17:0] t22, output reg [17:0] t23, 
							 output reg [17:0] t24, output reg [17:0] t25, output reg [17:0] t26, output reg [17:0] t27, 
							 output reg [17:0] t28, output reg [17:0] t29, output reg [17:0] t30, output reg [17:0] t31	 
							 );
	reg [17:0] data_buffer;
	reg [6:0] data_counter;
	reg [31:0] bit_cnt;
	reg [17:0] calibrated_data_buffer;
	assign calibrated_data_buffer = data_buffer + {13'd226, 5'd0};
	always @ (clk) begin
		if (reset == 1'b0) begin
			BCLK <= 1'b1;
		end
		else begin
			BCLK <= clk;
		end
	end
	always @ (negedge clk) begin
		if (reset == 1'b0) begin
			LRCLK <= 1'b1;
			bit_cnt <= 32'b0;
		end
		else if (bit_cnt < 31) begin
			LRCLK <= LRCLK;
			bit_cnt <= bit_cnt + 32'b1;
		end
		else begin
			LRCLK <= ~LRCLK;
			bit_cnt <= 32'b0;
		end
	end
	always @ (posedge clk) begin
		if (reset == 1'b0) begin
			data_counter <= 7'b0;
			data_buffer <= 18'b0;
			new_t <= 1'b0;
			t31 <= 18'b0;
			t30 <= 18'b0;
			t29 <= 18'b0;
			t28 <= 18'b0;
			t27 <= 18'b0;
			t26 <= 18'b0;
			t25 <= 18'b0;
			t24 <= 18'b0;
			t23 <= 18'b0;
			t22 <= 18'b0;
			t21 <= 18'b0;
			t20 <= 18'b0;
			t19 <= 18'b0;
			t18 <= 18'b0;
			t17 <= 18'b0;
			t16 <= 18'b0;
			t15 <= 18'b0;
			t14 <= 18'b0;
			t13 <= 18'b0;
			t12 <= 18'b0;
			t11 <= 18'b0;
			t10 <= 18'b0;
			t9 <= 18'b0;
			t8 <= 18'b0;
			t7 <= 18'b0;
			t6 <= 18'b0;
			t5 <= 18'b0;
			t4 <= 18'b0;
			t3 <= 18'b0;
			t2 <= 18'b0;
			t1 <= 18'b0;
			t0 <= 18'b0;
		end
		else if (data_counter < 18) begin
			data_counter <= data_counter + 6'b1;
			data_buffer <= {data_buffer[16:0], DOUT};
			new_t <= 1'b0;
			t31 <= t31;
			t30 <= t30;
			t29 <= t29;
			t28 <= t28;
			t27 <= t27;
			t26 <= t26;
			t25 <= t25;
			t24 <= t24;
			t23 <= t23;
			t22 <= t22;
			t21 <= t21;
			t20 <= t20;
			t19 <= t19;
			t18 <= t18;
			t17 <= t17;
			t16 <= t16;
			t15 <= t15;
			t14 <= t14;
			t13 <= t13;
			t12 <= t12;
			t11 <= t11;
			t10 <= t10;
			t9 <= t9;
			t8 <= t8;
			t7 <= t7;
			t6 <= t6;
			t5 <= t5;
			t4 <= t4;
			t3 <= t3;
			t2 <= t2;
			t1 <= t1;
			t0 <= t0;
		end
		else if (data_counter == 18) begin
			data_counter <= data_counter + 6'b1;
			data_buffer <= 17'b0;
			if (LRCLK == 0) begin
				new_t <= 1'b1;
				t31 <= t30;
				t30 <= t29;
				t29 <= t28;
				t28 <= t27;
				t27 <= t26;
				t26 <= t25;
				t25 <= t24;
				t24 <= t23;
				t23 <= t22;
				t22 <= t21;
				t21 <= t20;
				t20 <= t19;
				t19 <= t18;
				t18 <= t17;
				t17 <= t16;
				t16 <= t15;
				t15 <= t14;
				t14 <= t13;
				t13 <= t12;
				t12 <= t11;
				t11 <= t10;
				t10 <= t9;
				t9 <= t8;
				t8 <= t7;
				t7 <= t6;
				t6 <= t5;
				t5 <= t4;
				t4 <= t3;
				t3 <= t2;
				t2 <= t1;
				t1 <= t0;
				t0 <= calibrated_data_buffer;  
			end
			else begin
				new_t <= 1'b0;
				t31 <= t31;
				t30 <= t30;
				t29 <= t29;
				t28 <= t28;
				t27 <= t27;
				t26 <= t26;
				t25 <= t25;
				t24 <= t24;
				t23 <= t23;
				t22 <= t22;
				t21 <= t21;
				t20 <= t20;
				t19 <= t19;
				t18 <= t18;
				t17 <= t17;
				t16 <= t16;
				t15 <= t15;
				t14 <= t14;
				t13 <= t13;
				t12 <= t12;
				t11 <= t11;
				t10 <= t10;
				t9 <= t9;
				t8 <= t8;
				t7 <= t7;
				t6 <= t6;
				t5 <= t5;
				t4 <= t4;
				t3 <= t3;
				t2 <= t2;
				t1 <= t1;
				t0 <= t0;
			end
		end
		else if (data_counter >= 31) begin
			data_counter <= 0;
			data_buffer <= 10'b0;
			new_t <= 1'b0;
		end
		else begin
			data_counter <= data_counter + 6'b1;
			t31 <= t31;
			t30 <= t30;
			t29 <= t29;
			t28 <= t28;
			t27 <= t27;
			t26 <= t26;
			t25 <= t25;
			t24 <= t24;
			t23 <= t23;
			t22 <= t22;
			t21 <= t21;
			t20 <= t20;
			t19 <= t19;
			t18 <= t18;
			t17 <= t17;
			t16 <= t16;
			t15 <= t15;
			t14 <= t14;
			t13 <= t13;
			t12 <= t12;
			t11 <= t11;
			t10 <= t10;
			t9 <= t9;
			t8 <= t8;
			t7 <= t7;
			t6 <= t6;
			t5 <= t5;
			t4 <= t4;
			t3 <= t3;
			t2 <= t2;
			t1 <= t1;
			t0 <= t0;
		end
	end
endmodule 
==> run.sh <==
#!/bin/bash
# OpenROAD 26Q1-2900-gdf79404cd8, Yosys 0.63+post, stock flow scripts
make -C /OpenROAD-flow-scripts/flow DESIGN_CONFIG=/design/flow/config.mk WORK_HOME=/design/flow/orfs finish
==> config.mk <==
export PLATFORM = sky130hd
export DESIGN_NAME = mic_translator
export DESIGN_NICKNAME = mic_translator
export VERILOG_FILES = /design/flow/design.v
export SDC_FILE = /design/flow/constraint.sdc
export NUM_CORES = 4
export LEC_CHECK = 1
export CORE_AREA = 10 10 362 362
export DIE_AREA = 0 0 372 372
==> constraint.sdc <==
current_design mic_translator

set clk_period 52.4
set clk_io_pct 0.2

create_clock -name clk0 -period $clk_period [get_ports {clk}]

set non_clock_inputs [all_inputs -no_clocks]
set_input_delay [expr $clk_period * $clk_io_pct] -clock clk0 $non_clock_inputs
set_output_delay [expr $clk_period * $clk_io_pct] -clock clk0 [all_outputs]
==> impl_metrics.yaml <==
# flow metrics
detailed_routing:
  final_antenna_net_count: 0
  met2WireLength_um: 37400
  viasPerCell: 4.00
  num_vias: 19600
  routedLengthMet1_um: 34600
  route.detailed.drc: 0
  met3_length_um: 9710
  wirelength_um: 84100
  top_layer_used: "met4"
  antenna_cells: 0
  dr.pass1.iters: 5
  wl_per_cell_um: 17.1
  drt-initial-drc-count: 1329
sta:
  hold_ws_ns: 0.448
  rsz0062_at_grt: "no"
  fin_ws_ns: 14.14
  finClkSkew_ns: 0.0303
  timing_hold_violations_final: 0
  tightest_slew_ns: 0.807
  finalMaxSlewViolations: 0
  tns_ns: 0
  relSlewSlack: 0.462
  setup_viol: 0
critical_path:
  path_cells: "clkdlybuf4s50_1"
  worstPathRequired_ns: 41.92
  path_buffers: 1
  crit_slowest_cell: "clkdlybuf4s50_1"
  cp-start-kind: "flip-flop"
  critPathKind: "reg -> out"
  cp_top_family: "buffers and inverters"
  worst-path-max-fanout: 6
  worst_path_largest_cell_delay_ns: 0.51
  arrival_ns: 27.78
  end_kind: "output pin"
die:
  dieArea_sq_um: 138000
  die_w_um: 372
  fp-row-count: 129
  ios: 582
  fp_util: 0.176
  core_area_sq_um: 123000
  die_y_um: 372
synthesis:
  yosysCellCount: 2667
  yosysWarnings: 2
  synth_cells: 2667
  synth_seq_share: 0.585
  syn_area_per_cell_sq_um: 8.15
  syn-cell-area_sq_um: 21700
  ys_types: 32
  synth_flops: 635
  ys_area_sq_um: 21700
worst_hold_path:
  hold_class: "reg -> reg"
grt:
  grt_pass1_wl_um: 121000
  grt.total_usage: 0.116
  grt_pass1_vias: 18500
  antenna_found_initial: 1
  grt_max_degree: 136
  grt.overflow.total: 0
cts:
  clk_pin_slew_ns: 0.06
  numCtsBuffers: 75
  hold_buffers: 0
  root_buffer: "clkbuf_16"
  cts_tree: "done"
  cts_resized: 0
  htree_levels: 3
  cts_buffer_depth: 3
  post-cts-setup-buffer-count: 0
  insertion_delay_ns: 0.66
cells_and_area:
  logic_area_sq_um: 8080
  mostFrequentLayoutCells: "nand2_1 (1,149), dfxtp_1 (635), clkdlybuf4s50_1 (581)"
  design_area_sq_um: 31400
  fillers: 13200
  largest_reg_flops: 32
  regArea_sq_um: 12700
  layout_top_cell: "nand2_1"
  drive_gt1_frac: 0.0455
  syn_to_final_growth_pct: 44.6
  top_register: "bit_cnt"
placed_design:
  place_ws_ns: 13.76
  port_buffers: 581
  placed_cell_area_sq_um: 28900
  dp_hpwl_um: 61000
  gp_congestion: 0.862
power_and_ir_drop:
  p_leak_nw: 10.0
  pwr_density_cell_nw_per_um2: 32.6
  peakVddDrop_v: 0.0000239
run:
  max_cap_viol_count: 0
  log.warning_count: 68
outcome:
  outcome: "finished clean"
==> through the flow <==
stage / std cells / util / power, mW
2_1_floorplan: 2694 / - / 0.506
3_3_place_gp: 4740 / 0.234 / 0.509
3_5_place_dp: 4740 / 0.234 / 0.510
4_1_cts: 4911 / 0.255 / 1.04
5_1_grt: 4911 / 0.255 / 1.06
6_report: 4911 / 0.255 / 1.03
==> cells by family after synthesis <==
kind of cell / Yosys count / share of synthesized area
mux: 1 / 0.000518
flops: 635 / 0.585
fa+ha+maj: 4 / 0.00230
simple gates: 1208 / 0.214
xor+xnor: 16 / 0.00644
buf+inv: 197 / 0.0488
other cells: 1 / 0.000172
compound gates: 605 / 0.144
==> cell usage after synthesis <==
master / count / area [sq um]
nand2_1: 1149 / 4310
dfxtp_1: 635 / 12700
a21oi_1: 573 / 2870
buf_2: 68 / 340
clkbuf_1: 66 / 248
buf_4: 57 / 428
nor2_1: 20 / 75.1
a22o_1: 18 / 158
nand3_1: 13 / 65.1
xor2_1: 10 / 87.6
nor4_1: 7 / 43.8
o21ai_0: 7 / 35.0
xnor2_1: 6 / 52.6
ha_1: 4 / 50.1
a211oi_1: 3 / 22.5
and3_1: 3 / 18.8
buf_6: 3 / 33.8
inv_1: 3 / 11.3
nand4_1: 3 / 18.8
nor2_4: 3 / 33.8
a31oi_1: 2 / 12.5
nand2b_1: 2 / 12.5
nor2b_1: 2 / 12.5
nor3_1: 2 / 10.0
a211oi_4: 1 / 20.0
and3b_1: 1 / 8.76
conb_1: 1 / 3.75
mux2_2: 1 / 11.3
nand3_2: 1 / 10.0
nand4bb_1: 1 / 11.3
nor4bb_1: 1 / 10.0
o31ai_1: 1 / 7.51
==> where the power goes <==
part | switching, mW | total (mW) | internal, mW
Sequential | 0.000487 | 0.485 | 0.484
Combinational | 0.00814 | 0.00928 | 0.00114
Clock | 0.222 | 0.531 | 0.310
==> area by class of cell <==
class	instances	area share
repair buffers	602	0.191
inverters	2	0.000477
clock buffers	107	0.0692
clock inverters	66	0.0133
well taps	1637	0.0651
flip-flops and latches	635	0.404
multi-input cells	1862	0.257
==> path summary, 6_finish.rpt <==
| check | slack, ns | cells after the start | startpoint | end |
|---|---|---|---|---|
| min reg2reg | 0.45 | 2 | t31[9] | t31[9] |
| max reg2reg | 21.46 | 10 | LRCLK | t16[6] |
| min | 0.45 | 2 | t31[9] | t31[9] |
| max | 14.14 | 1 | LRCLK | LRCLK |
==> worst reg2reg max path, cell delays in order (launching register included) <==
cell     delay [ns]
dfxtp_1        0.34
nor2_1         0.16
nand3_1        0.14
nor2_4         0.13
buf_4          0.58
buf_4          0.67
buf_4          0.71
buf_4          0.73
buf_4          0.73
nand2_1        0.29
a21oi_1        0.17
==> layer usage <==
layer,vias to the layer above,track usage
li1,9747,-
met1,9169,0.148
met2,631,0.179
met3,93,0.0548
met4,0,0.0280
met5,-,0
No activity file was given, so power comes from the tool's default toggle rates.
